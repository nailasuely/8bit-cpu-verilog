File: flow/design.v
`timescale 1ns/1ps
module alu_unit (
    input  [7:0] op_a,
    input  [7:0] op_b,
    input  [3:0] opcode,
    output reg [7:0] result,
    output reg is_zero
);
    localparam ADD = 4'h0;
    localparam SUB = 4'h1;
    localparam AND_OP = 4'h8;
    localparam OR_OP  = 4'h9;
    always @(*) begin
        case (opcode)
            ADD: result = op_a + op_b;
            SUB: result = op_a - op_b;
            AND_OP: result = op_a & op_b;
            OR_OP:  result = op_a | op_b;
            default: result = 8'h00;
        endcase
        is_zero = (result == 8'd0);
    end
endmodule
module program_memory (
    input  [7:0] addr,
    output reg [15:0] data_out
);
    localparam ADD = 4'h0; 
    localparam SUB = 4'h1; 
    localparam LDA = 4'h2;
    localparam STA = 4'h3; 
    localparam LDB = 4'h4; 
    localparam STB = 4'h5;
    localparam LDC = 4'h6; 
    localparam JMP = 4'h7; 
    localparam SWAP = 4'h8;
    localparam JNZ = 4'h9; 
    localparam LDC_B = 4'hA; 
    localparam HLT = 4'hF;
    reg [15:0] rom [0:255];
    integer i;
    initial begin
        for (i=0; i<256; i=i+1)
            rom[i] = {HLT, 4'b0000, 8'd0};
        rom[0]  = {LDC,   4'b0000, 8'd5};     
        rom[1]  = {LDC_B, 4'b0000, 8'd3};     
        rom[2]  = {ADD,   4'b0000, 8'd100};   
        rom[3]  = {SUB,   4'b0000, 8'd101};   
        rom[4]  = {SWAP,  4'b0000, 8'd0};     
        rom[5]  = {LDC,   4'b0000, 8'd1};     
        rom[6]  = {STA,   4'b0000, 8'd200};   
        rom[7]  = {LDC,   4'b0000, 8'd0};     
        rom[8]  = {JMP,   4'b0000, 8'd10};    
        rom[9]  = {LDC,   4'b0000, 8'hFF};    
        rom[10] = {LDA,   4'b0000, 8'd100};   
        rom[11] = {JNZ,   4'b0000, 8'd13};    
        rom[12] = {HLT,   4'b0000, 8'd0};
        rom[13] = {HLT,   4'b0000, 8'd0};
    end
    always @(*) begin
        data_out = rom[addr];
    end
endmodule
module data_memory (
    input clk,
    input we,
    input [7:0] addr,
    input [7:0] data_in,
    output reg [7:0] data_out
);
    reg [7:0] ram [0:255];
    integer k;
    initial begin
        for (k=0; k<256; k=k+1) ram[k] = 8'd0;
    end
    always @(posedge clk) begin
        if (we) ram[addr] <= data_in;
    end
    always @(*) begin
        data_out = ram[addr];
    end
endmodule
module processador_8bits (
    input wire clk,
    input wire rst,
    output [7:0] debug_A,
    output [7:0] debug_B,
    output [7:0] debug_PC,
    output [3:0] debug_State
);
    reg [7:0] PC, A, B;
    reg [15:0] IR;
    reg [1:0] state;
    wire [7:0] alu_result;
    wire alu_zero;
    wire [15:0] rom_data;
    wire [7:0] ram_q;
    reg ram_we;
    reg [7:0] ram_data_in;
    wire [7:0] ram_addr;
    alu_unit ULA (.op_a(A), .op_b(B), .opcode(IR[15:12]), .result(alu_result), .is_zero(alu_zero));
    program_memory ROM (.addr(PC), .data_out(rom_data));
    data_memory RAM (.clk(clk), .we(ram_we), .addr(ram_addr), .data_in(ram_data_in), .data_out(ram_q));
    localparam FETCH=0, EXECUTE=1, HALT=2;
    localparam ADD=0, SUB=1, LDA=2, STA=3, LDB=4, STB=5, LDC=6, JMP=7, SWAP=8, JNZ=9, LDCB=10, HLT=15;
    assign debug_A = A;
    assign debug_B = B;
    assign debug_PC = PC;
    assign debug_State = {2'b00, state};
    assign ram_addr = IR[7:0];
    always @(*) begin
        ram_we = 0;
        ram_data_in = 0;
        if (state == EXECUTE) begin
            case (IR[15:12])
                STA, STB:
                    begin ram_we = 1; ram_data_in = (IR[15:12] == STA) ? A : B; end
                ADD, SUB:
                    begin ram_we = 1; ram_data_in = alu_result; end
            endcase
        end
    end
    always @(posedge clk or posedge rst) begin
        if (rst) begin
            PC <= 0; A <= 0; B <= 0; IR <= 0; state <= FETCH;
        end else begin
            case (state)
                FETCH: begin
                    IR <= rom_data;
                    PC <= PC + 1;
                    state <= EXECUTE;
                end
                EXECUTE: begin
                    case (IR[15:12])
                        LDA: A <= ram_q;
                        LDB: B <= ram_q;
                        LDC: A <= IR[7:0];
                        LDCB: B <= IR[7:0];
                        SWAP: begin A <= B; B <= A; end
                        JMP: if (A == 0) PC <= IR[7:0];
                        JNZ: if (A != 0) PC <= IR[7:0];
                        HLT: state <= HALT;
                    endcase
                    if (IR[15:12] != HLT) state <= FETCH;
                end
                HALT: state <= HALT;
            endcase
        end
    end
endmodule
File: flow/run.sh
#!/bin/bash
# OpenROAD 26Q1-2900-gdf79404cd8, Yosys 0.63+post, stock flow scripts
make -C /OpenROAD-flow-scripts/flow DESIGN_CONFIG=/design/flow/config.mk WORK_HOME=/design/flow/orfs finish
File: flow/config.mk
export PLATFORM = sky130hd
export DESIGN_NAME = processador_8bits
export DESIGN_NICKNAME = processador_8bits
export VERILOG_FILES = /design/flow/design.v
export SDC_FILE = /design/flow/constraint.sdc
export NUM_CORES = 4
export LEC_CHECK = 1
export CORE_UTILIZATION = 50
export SYNTH_MEMORY_MAX_BITS = 65536
File: flow/constraint.sdc
current_design processador_8bits

set clk_period 48.7
set clk_io_pct 0.2

create_clock -name clk0 -period $clk_period [get_ports {clk}]

set non_clock_inputs [all_inputs -no_clocks]
set_input_delay [expr $clk_period * $clk_io_pct] -clock clk0 $non_clock_inputs
set_output_delay [expr $clk_period * $clk_io_pct] -clock clk0 [all_outputs]
==> deck_impl_summary.md <==
Run Summary

Status
  • Outcome: finished, final reports clean

Drt
  • Count of antenna-violating nets left after detailed routing: 0
  • Routed vias/inst: 6.227
  • Number of iterations in the first detailed-routing pass: 5
  • Post-detailed-routing wire length: 207.0 mm
  • Starting DRC count in detailed routing: 2,796
  • Mean routed wirelength per cell: 32.33 um
  • Number of DRC violations after detailed routing: 0
  • Detailed-route via count: about 40,000
  • Count of inserted antenna diode cells: 0

Critical path
  • Critical path fanouts, max: 17
  • Category of the worst setup path capture point: output port
  • Total buffers and inverters traversed by the critical path: 1
  • Critical Path AT: 2100 ps
  • CP Launch Type: register
  • Data required time at the worst endpoint: 38,960 ps
  • Library cell contributing the largest single delay on the critical path: dfrtp_1
  • Cell Chain, Critical Path: clkdlybuf4s50_1
  • Cell family with most CP delay: flip-flops
  • Worst Path Class, Setup: register to output port
  • Delay of the slowest cell on the worst path: 650 ps

Final layout
  • Post-route core utilization: 0.5676
  • Comb gate area: 17,910 um2
  • Area used by sequential logic in the layout: between 60,000 and 70,000 um2
  • Fraction of final layout cells with drive strength greater than 1: 0.2471
  • Growth of design area from synthesis to finish: 12.32%
  • FILL cells: approximately 12,000

Clocking
  • Post CTS Setup Buffer Count: 0
  • Cts hold-fix bufs: 0
  • Root buffer cell: clkbuf_16
  • TritonCTS clock tree: yes
  • Worst-skew pair later-pin latency: 830 ps
  • Count of clock tree sinks: 2,086
  • Num CTS Buffers: 207
  • Max Buffers Root-to-Sink: 3
  • Max H-tree Level: 4
  • Resize count post-CTS: 0
  • Clock transition at the registers of the reported paths: about 60 ps

Synthesis
  • Number of library cell types mapped by synthesis: 62
  • Cell type with the highest aggregate area in the netlist: edfxtp_1
  • Portion of the post-synthesis area used by sequential elements: 0.7670
  • Total standard cell area after synthesis: 81,420 um2
  • Commonest flop: edfxtp_1
  • Yosys synthesis chip area: 81,420 um2
  • Instance tally after logic synthesis: between 3,000 and 4,000
  • Average size of a mapped cell: 21.06 um2
  • Synthesized registers: 2,086
  • Synth async-reset ratio: 0.01822
  • Ranking of synthesized cells by instance count: 2,048 x edfxtp_1, 532 x mux4_2, 322 x nor2_1
  • Dominant cell by count in the synthesized netlist: edfxtp_1
  • Yosys synthesis warning count: 4
  • Number of standard cells reported by yosys: around 3,900
  • Number of enable-type register cells in the synthesized netlist: 2,048
  • Cell types occupying the most area after synthesis: edfxtp_1 76%, mux4_2 15%, nor2_1 1.5%
  • Synth top area share: 0.7553

STA
  • Pins Over Slew Limit: 0
  • Max Clk Rate: 84.47 MHz
  • Unrepaired setup endpoints after global routing: false
  • Slew at the pin with the worst max-slew slack: 1255 ps
  • Final cycle utilization of the critical path: 0.2431
  • Max_slew headroom: 0.1553
  • Number of setup violations in the final report: 0
  • Clock Skew: 54.25 ps
  • Total Negative Setup Slacks: 0 ps
  • Clock period minus final worst setup slack: 11,840 ps
  • Final hold viol count: 0

Floorplanning
  • Die Span X: 405.5 um
  • Area of the chip: 164,500 um2
  • Core ar.: approximately 160,000 um2
  • FP Rows: 147
  • Number of top-level design ports: 30
  • Die boundary height: a little over 400 um
  • Init Core Util: 0.5054

Pwr
  • Reported leakage power: about 26 nW
  • Internal Dissipation: 2.792 mW
  • Reported net switching power: 661.9 uW
  • Comb power frac: 0
  • Peak supply drop: 34.17 uV
  • Sequential share of power: 0.562
  • Power density over cell area: about 38 nW/um2
  • Sw frac: 0.1917
  • Clock network power share: 0.438

Worst hold path
  • Path class of the lowest-slack min-delay path: register to register

Global routing
  • Number of global-route vias before repair: 43,335
  • Largest net degree at the start of global routing: between 100 and 150
  • Total GRT Usage: 0.2931
  • Global-route wire length before repair: 300.8 mm
  • Sum of overflow across all layers after global routing: 0
  • Initial antenna violation count: 7

Placement
  • GP Congestion: around 0.91
  • Placed wire-length estimate: 125.9 mm
  • Count of input and output buffers: 27

Flow run
  • Max Cap Violations: 0
  • Tool warnings: 35
==> final cells by class <==
type | count | share of cell area
well taps | 2160 | 0.02955
multi-input cells | 1524 | 0.1958
repair buffers | 227 | 0.02019
inverters | 27 | 0.001108
flip-flops and latches | 2086 | 0.6831
clock buffers | 258 | 0.05920
clock inverters | 120 | 0.01110
==> routing by layer <==
metal	GRT usage	vias to the layer above	wire length, um
met5	0.02081	-	532
met4	0.07435	26	7260
met3	0.2149	400	35540
met2	0.4037	2389	95740
met1	0.4079	20385	67940
li1	-	16664	-
==> sequential cells by signal, indices dropped and copies added, names as in the netlist <==
name	cells
B	8
RAM.ram	2048
PC	8
A	8
state	2
IR	12
==> path summary, 6_finish.rpt <==
kind / start / endpoint / slack, ps / cells past startpoint
max: PC[3] / debug_PC[3] / 36860 / 1
min: state[1] / state[1] / 590 / 2
max reg2reg: IR[0] / B[1] / 41270 / 13
min reg2reg: state[1] / state[1] / 590 / 2
max in group asynchronous: rst / IR[3] / 38910 / 3
min in group asynchronous: rst / IR[12] / 9370 / 3
==> cell usage in the layout (no fill, tap or decap), types with 33 or more instances in the layout <==
cell type  count
edfxtp_1    2048
mux4_2       532
nor2_1       313
clkbuf_16    209
buf_4        194
a22oi_1      151
a21oi_1       99
clkinv_1      63
nand2_1       53
mux2i_1       49
clkbuf_1      49
o22ai_1       47
dfrtp_1       33
==> power by group through the flow <==
stage	Combinational (mW)	Clock (mW)	Sequential, mW
final	0.000821	1.51	1.94
after global routing	0.000954	1.61	1.94
after CTS	0.000867	1.54	1.94
==> stage by stage <==
step                      cell area (um2)  cells  total power [mW]  setup WS, ps  hold slack (ps)
after global routing                91450   6402             3.547         36750            654.8
after CTS                           91450   6402             3.484         36810            599.2
final                               91450   6402             3.453         36860            590.7
after detailed placement            85020   6024             1.979         37730            563.3
after floorplan                     81430   3867             1.979         38100            502.7
after global placement              85020   6024             1.979         37750            574.7
==> kinds of logic (layout without fill, tap and decap cells) <==
kind of cell	Yosys count	count (layout)	synth area share
adder cells (fa/ha/maj)	19	19	0.003012
buffers and inverters	257	632	0.01472
multiplexers	589	589	0.1543
AND/OR/NAND/NOR	498	498	0.02595
AND-OR/OR-AND	406	406	0.03393
XOR/XNOR	10	10	0.001076
other	1	2	0.00004606
flip-flops	2086	2086	0.7670
Power and IR drop assume default switching activity.
